[/design/flow/config.mk]
export PLATFORM = sky130hd
export DESIGN_NAME = fifo_axi
export DESIGN_NICKNAME = fifo_axi
export VERILOG_FILES = /design/flow/design.v
export SDC_FILE = /design/flow/constraint.sdc
export NUM_CORES = 4
export LEC_CHECK = 1
export CORE_AREA = 10 10 70 70
export DIE_AREA = 0 0 80 80
[/design/flow/constraint.sdc]
current_design fifo_axi

set clk_period 2.3
set clk_io_pct 0.2

create_clock -name clk0 -period $clk_period [get_ports {aclk}]

set non_clock_inputs [all_inputs -no_clocks]
set_input_delay [expr $clk_period * $clk_io_pct] -clock clk0 $non_clock_inputs
set_output_delay [expr $clk_period * $clk_io_pct] -clock clk0 [all_outputs]
[/design/flow/design.v]
`timescale 1ns / 1ps
module fifo_axi#(parameter DATA_WIDTH=32, FIFO_DEPTH=16)(
input aclk, aresetn,
input [DATA_WIDTH-1:0] s_data,
input s_valid,
output s_ready,
output reg [DATA_WIDTH-1:0] m_data,
output m_valid,
input m_ready
    );
    localparam ptr_width = $clog2(FIFO_DEPTH);
    reg [DATA_WIDTH-1:0] fifo_mem [0:FIFO_DEPTH-1];  
    reg [ptr_width-1:0] rd_ptr,wr_ptr;  
    wire full = (wr_ptr+1'b1)== rd_ptr;   
    wire empty = (rd_ptr == wr_ptr) && !full ;   
    assign s_ready = !full;
    assign m_valid = !empty;
    wire rd_en = (m_valid && m_ready);
    wire wr_en = (s_valid && s_ready);
    always@(*) begin
    if(empty) m_data <= 32'hx;
    else m_data <= fifo_mem[rd_ptr];
    end
    always@(posedge aclk or negedge aresetn)
    begin 
    if(!aresetn) begin
    wr_ptr <= 0;
    rd_ptr <= 0;
    m_data <= 0;
    end
    else 
    begin
    if (wr_en) 
    begin
         fifo_mem[wr_ptr] <= s_data;
         wr_ptr <= wr_ptr + 1 ;
    end 
    if (rd_en) 
    begin
          rd_ptr <= rd_ptr + 1;
    end
    end
    end 
endmodule
[/design/flow/run.sh]
#!/bin/bash
# OpenROAD 26Q1-2900-gdf79404cd8, Yosys 0.63+post, stock flow scripts
make -C /OpenROAD-flow-scripts/flow DESIGN_CONFIG=/design/flow/config.mk WORK_HOME=/design/flow/orfs finish
==> impl_metrics.csv <==
group,metric,value,unit
status,status,"complete, no violations",
yosys,synth_area,769,um2
finish,drive_gt1_share,25.0,%
clock_tree,clock-root-buffer,"clkbuf_4",
setup_path,crit_fanout,2,
clock_tree,worstSkewPairLatency,0.25,ns
timing,period_used_share,94.4,%
clock_tree,cts_hold_buf,0,
routing,drt-total-wl,1520,um
floorplan,rows,21,
setup_path,critPathCaptureType,"primary output",
yosys,syn_area_per_cell,9.62,um2
timing,whs,0.503,ns
power,irDropWorstVdd,0.000400,V
grt,grt_pass1_vias,539,
setup_path,critPathKind,"register to primary output",
grt,antenna_found_initial,0,
placement,place_hpwl,1110,um
timing,setup_viol_count_final,0,
setup_path,critPathLaunch,"wr_ptr[1]",
power,leakage,0.411,nW
floorplan,fp.dieW,80,um
power,p_per_area,1670,nW/um2
setup_path,start_kind,"register",
finish,area_delta_synth_final,13.0,%
yosys,ys.flops,8,
yosys,yosysSeqAreaShare,26.0,%
placement,gp_congestion,0.768,
yosys,yosysCellCount,80,
clock_tree,cts_made_buffers,3,
floorplan,ios,70,
routing,drc_errors,0,
clock_tree,clock-sinks,8,
clock_tree,h-tree-depth,1,
timing,grt_setup_unrepaired,"no",
run,maxCapViolations,0,
finish,utilization,25.5,%
grt,grt_pass1_wl,2480,um
timing,min_period,2.17,ns
routing,drtIter0Drc,28,
grt,track_usage,4.69,%
run,warning_count,57,
timing,fin_tns_setup,0,ns
floorplan,fp_util,22.5,%
finish,fillers,370,
routing,detail-route-antenna-nets,0,
routing,first_pass_iters,4,
floorplan,dieArea,6400,um2
timing,hold_viol,0,
routing,antenna-diode-count,0,
routing,vias,502,
routing,wl_per_cell,10.7,um
clock_tree,cts_tree,"built",
clock_tree,clock_path_buffers,2,
yosys,synth-warning-count,66,
setup_path,r2r-start,"wr_ptr[1]",
timing,finalClockSkew,0.0100,ns
yosys,yosys_area,769,um2
hold_path,hp-class,"input pin to asynchronous set/reset pin",
clock_tree,clkTransAtPathRegs,0.06,ns
yosys,synth_cell_type_count,26,
grt,grt_start_max_net_pins,9,
timing,fmax,461,MHz
placement,io_buffers,5,
floorplan,coreArea,3420,um2
timing,finalMaxSlewViolations,0,
yosys,synth_cells,80,
grt,global_route.overflow_total,0,
setup_path,worst-endpoint-arrival,1.71,ns
routing,detail_route.vias_per_cell,3.54,
setup_path,cp_data_required_time,1.84,ns
floorplan,die.size.y,80,um
flip-flops by register name, indices dropped and copies added (netlist names):
name	cells
rd_ptr	4
wr_ptr	4
final cells by class:
class | count | area [um2] | area share [%]
clock buffer | 3 | 22.5 | 2.59
inverter | 1 | 3.75 | 0.432
tap | 46 | 57.6 | 6.62
sequential | 8 | 201 | 23.2
multi-input combinational | 68 | 449 | 51.7
timing repair buffer | 16 | 135 | 15.5
per-stage QoR:
| stage | cell area, um2 | total power, W | std cells | worst slack, ns |
|---|---|---|---|---|
| detailed placement | 771 | 0.000985 | 132 | 0.110 |
| floorplan | 886 | 0.000841 | 111 | 0.496 |
| CTS | 870 | 0.00141 | 142 | 0.135 |
| global route | 870 | 0.00156 | 142 | 0.0239 |
| global placement | 771 | 0.000973 | 132 | 0.124 |
| finish | 870 | 0.00145 | 142 | 0.129 |
worst max-delay path: stages (launching register included):
cell,delay [ns]
dfrtp_1,0.41
ha_4,0.26
xnor2_2,0.18
nand3_2,0.10
or2_2,0.27
dlygate4sd2_1,0.24
synthesized netlist by cell type:
cell type  number  share of area (%)
conb_1          1               0.49
nor2_1          2               0.98
nand3_2         1                1.3
a41o_1          1                1.3
xnor2_1         7                8.0
xnor2_2         1                2.1
dfrtp_1         8                 26
nand4_1         2                1.6
ha_1            2                3.3
nand2_1         4                2.0
xnor3_1         1                2.9
o21ai_2         1                1.1
o2111a_1        1                1.5
or2_2           1               0.81
nor4b_1         1                1.1
a21oi_1         1               0.65
xor2_1          2                2.3
xor2_2          1                2.1
inv_1           1               0.49
clkbuf_2        1               0.65
nor3_1          1               0.65
nand3_1         3                2.0
o311ai_0        1                1.1
mux2_4          1                2.0
mux2_2          1                1.5
buf_4          33                 32
power breakdown:
group | switching [W] | internal [W] | total (W)
combinational | 0.000387 | 0.000627 | 0.00101
sequential | 0.000114 | 0.000219 | 0.000333
clock | 0.0000444 | 0.0000595 | 0.000104
total | 0.000545 | 0.000906 | 0.00145
cell usage in the layout (no fill, tap or decap), drive strengths merged:
| master | instances |
|---|---|
| ha | 2 |
| o21ai | 1 |
| xnor3 | 1 |
| xnor2 | 8 |
| nor3 | 1 |
| nor4b | 1 |
| a41o | 1 |
| o2111a | 1 |
| clkdlybuf4s50 | 4 |
| inv | 1 |
| conb | 32 |
| dfrtp | 8 |
| clkbuf | 3 |
| nand3 | 4 |
| xor2 | 3 |
| a21oi | 1 |
| nor2 | 2 |
| nand4 | 2 |
| mux2 | 2 |
| nand2 | 4 |
| or2 | 1 |
| dlygate4sd2 | 1 |
| buf | 11 |
| o311ai | 1 |
cell families (layout without fill, tap and decap cells):
family	Yosys count	count (layout)	share of synthesized area (%)
buffers and inverters	35	20	33.3
AND/OR/NAND/NOR	15	15	10.4
XOR/XNOR	12	12	17.4
flip-flops	8	8	26.0
AND-OR/OR-AND	5	5	5.69
adder cells (fa/ha/maj)	2	2	3.25
multiplexers	2	2	3.41
other	1	32	0.487
final timing paths:
path,slack [ns],cells after the start,endpoint
max,0.13,5,s_ready
min,0.50,1,wr_ptr[0]
max reg2reg,0.16,12,wr_ptr[2]
min reg2reg,0.54,1,rd_ptr[3]
max in group asynchronous,1.49,1,rd_ptr[2]
min in group clk0,0.54,1,rd_ptr[3]
timing repair:
item | CTS | global route
buffers inserted | 7 | 0
resized | 5 | 0
setup endpoints to repair | 1 | 0
routing by layer:
| layer | global-route usage [%] | vias to the layer above | routed length (um) |
|---|---|---|---|
| met4 | 0.176 | 0 | 0 |
| met5 | 0 | - | 0 |
| met2 | 6.66 | 32 | 686 |
| met1 | 6.74 | 232 | 713 |
| met3 | 2.05 | 0 | 123 |
| li1 | - | 238 | - |
Power and IR drop assume default switching activity.
